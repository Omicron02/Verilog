[./design.v]
`timescale 1ns / 1ps
module Regbank(clk,start,ld,cy,c,b,p);
input [3:0] c,b;
output [8:0] p;
input clk,start,ld,cy;
wire en1,en2;
fdce f1(p[8],clk,ld,cy);
fdce d1(p[7],clk,ld,c[3]);
fdce d2(p[6],clk,ld,c[2]);
fdce d3(p[5],clk,ld,c[1]);
fdce d4(p[4],clk,ld,c[0]);
mux_reg m5(clk,p[4],b[3],start,en2,p[3]);
mux_reg m6(clk,p[3],b[2],start,en2,p[2]);
mux_reg m7(clk,p[2],b[1],start,en2,p[1]);
mux_reg m8(clk,p[1],b[0],start,en2,p[0]);
assign en2 = start | ld;
endmodule
`timescale 1ns / 1ps
module fdce(q,clk,ce,d);
    input d,clk,ce;
    output reg q;
initial begin q=0; end
always @ (posedge (clk)) begin
 if (ce)
  q <= d;
 else 
 q<= q ;
end
endmodule
`timescale 1ns / 1ps
module mux(A,B,S,Y);
    input  A,B;
    output  Y;
    input S;
assign Y = (S)? B : A;
endmodule
`timescale 1ns / 1ps
module mux_reg(clk,a,b,s,en,z);
input clk,a,b,s,en;
output z;
wire y;
mux m1(a,b,s,y);
fdce m2(z,clk,en,y);
endmodule
[./run.sh]
#!/bin/bash
# OpenROAD 26Q1-2900-gdf79404cd8, Yosys 0.63+post, stock flow scripts
make -C /OpenROAD-flow-scripts/flow DESIGN_CONFIG=/design/flow/config.mk WORK_HOME=/design/flow/orfs finish
[./config.mk]
export PLATFORM = sky130hd
export DESIGN_NAME = Regbank
export DESIGN_NICKNAME = Regbank
export VERILOG_FILES = /design/flow/design.v
export SDC_FILE = /design/flow/constraint.sdc
export NUM_CORES = 4
export LEC_CHECK = 1
export CORE_AREA = 10 10 70 70
export DIE_AREA = 0 0 80 80
[./constraint.sdc]
current_design Regbank

set clk_period 1.3
set clk_io_pct 0.2

create_clock -name clk0 -period $clk_period [get_ports {clk}]

set non_clock_inputs [all_inputs -no_clocks]
set_input_delay [expr $clk_period * $clk_io_pct] -clock clk0 $non_clock_inputs
set_output_delay [expr $clk_period * $clk_io_pct] -clock clk0 [all_outputs]
==> results.cfg <==
; flow metrics
[cells_and_area]
area_delta_synth_final_pct = 56.6
final_cell_mix = 11 x clkdlybuf4s50_1, 9 x edfxtp_1, 9 x dlygate4sd2_1
nFillCells = 379
layout-drive-gt1-share = 0.250
fin_area_um2 = 609
lay_top_count = clkdlybuf4s50_1

[clock_network]
clkTransAtPathRegs_ns = 0.06
holdBufCountCts = 0
cts_inserted_buffers = 3
cts_tree = built
worstSkewPairLatency_ns = 0.25
cts-root-buf = clkbuf_4
clock_sinks = 9
h-tree-depth = 1
ctsLongestPathBuffers = 2

[setup_path]
critPathKind = input port to register
worst_path_max_delay_cell = clkdlybuf4s50_1
worst-path-max-fanout = 5
path_delay_family = buffers and inverters
cp_slowest_stage_delay_ns = 0.58
startpoint_type = input port
crit_buf_inv = 1
worstPathArrival_ns = 1.20
worstPathRequired_ns = 1.31
cp_cell_sequence = clkdlybuf4s50_1, mux2_2
endpoint_kind = register

[final_timing]
slew_violations = 0
hold_viol_final = 0
tns_ns = 0
fin_skew_ns = 0.0000958
period_used_share = 0.918
tightest_slew_ns = 0.210
period_needed_ns = 1.19
max_freq_mhz = 838
grt_setup_unrepaired = false
setup_viol = 0
slew_headroom = 0.859

[detailed_routing]
via_per_inst = 2.50
diodes = 0
drtIter0Drc = 9
drt-wirelength-per-cell_um = 9.77
first_pass_iters = 2
drc_errors = 0
vias = 215
ant_nets = 0
totalWireLength_um = 840

[logic_synthesis]
synth-seq-cells = 9
synth_seq_share = 0.695
ys_cells = 23
syn_area_um2 = 389
yosysWarnings = 1
syn_avg_cell_area_um2 = 16.9
synthCells = 23
ys_types = 4
yosys_area_um2 = 389

[global_routing]
antenna_found_initial = 0
grt_max_degree = 6
grt_pass1_wl_um = 1340
grt_usage = 0.0274
gr-total-overflow = 0
grt_pass1_vias = 253

[worst_hold_path]
hold_class = input port to register

[floorplan]
fp-utilization = 0.114
die_h_um = 80
io_pins = 21
core_area_um2 = 3420
die_area_um2 = 6400
rows = 21
die_w_um = 80

[flow_run]
drv_cap = 0
warnings = 25

[power]
ir_worst_vdd_mv = 0.221
p_leak_nw = 0.223
fin_total_pwr_w = 0.000652
power_density_nw_per_um2 = 1070

[place]
gp_congestion = 0.701
post_dp_cell_area_um2 = 587
portBuffers = 20

[outcome]
status = completed
## sequential cells by signal, indices dropped and copies added, names as in the netlist
name / count
m8.m2.q: 1
m7.m2.q: 1
f1.q: 1
m5.m2.q: 1
d3.q: 1
d2.q: 1
d1.q: 1
d4.q: 1
m6.m2.q: 1
## final timing paths
check | startpoint | cells past startpoint | to | slack [ns]
max | start | 2 | m7.m2.q | 0.11
min | c[0] | 1 | d4.q | 0.56
max reg2reg | m7.m2.q | 2 | m8.m2.q | 0.30
min reg2reg | d4.q | 1 | m5.m2.q | 0.58
## logic make-up (layout without fill, tap and decap cells)
logic type | after synthesis | in the layout | synth area share
flops | 9 | 9 | 0.695
buf+inv | 9 | 26 | 0.174
mux | 4 | 4 | 0.116
simple gates | 1 | 1 | 0.0161
## area by class of cell
cell class,count,area [um^2],share of cell area
Timing Repair Buffer,22,204,0.335
Sequential cell,9,270,0.444
Clock buffer,4,26.3,0.0431
Tap cell,46,57.6,0.0945
Multi-Input combinational cell,5,51.3,0.0842
## report_power, final
| group | internal [W] | switching, W |
|---|---|---|
| clock network | 0.000118 | 0.0000885 |
| logic | 0.0000683 | 0.0000192 |
| registers | 0.000350 | 0.00000765 |
## metrics by stage
step / hold WS (ns) / utilization / cells / setup WS (ns)
floorplan: 0.359 / - / 23 / 0.433
global placement: 0.564 / 0.172 / 81 / -0.134
detailed placement: 0.576 / 0.172 / 81 / -0.161
CTS: 0.547 / 0.178 / 86 / 0.114
global route: 0.536 / 0.178 / 86 / 0.0698
finish: 0.559 / 0.178 / 86 / 0.106
## Yosys cell counts (all sizes together)
library cell  instances  area, um^2
buf                   9        67.6
edfxtp                9         270
or2                   1        6.26
mux2                  4        45.0
## repair_timing
action	4_1_cts	5_1_grt
endpoints found under the setup margin	9	0
gates resized	9	0
setup buffers	1	0
## layer usage
| layer | track usage | part of all wire | vias up |
|---|---|---|---|
| met4 | 0.0106 | 0.015 | 0 |
| met2 | 0.0417 | 0.47 | 9 |
| met5 | 0 | 0 | - |
| met3 | 0.0193 | 0.11 | 2 |
| met1 | 0.0289 | 0.41 | 98 |
| li1 | - | - | 106 |
