==> design/flow/design.v <==
module full_adder(a,b,c,sum,carry);
    output sum,carry;
    input a,b,c;
    wire w[2:0];
    xor G1(sum,a,b,c);
    and G2(w[0],a,b);
    and G3(w[1],b,c);
    and G4(w[2],a,c);
    or G5(carry,w[0],w[1],w[2]);
endmodule
module full_adder_4bit(input wire [3:0] a,b,input wire cin,output wire [3:0] sum,output wire cout);
    wire carry[2:0];
    full_adder FA1(a[0],b[0],cin,sum[0],carry[0]); 
    full_adder FA2(a[1],b[1],carry[0],sum[1],carry[1]); 
    full_adder FA3(a[2],b[2],carry[1],sum[2],carry[2]);
    full_adder FA4(a[3],b[3],carry[2],sum[3],cout);
endmodule
==> design/flow/run.sh <==
#!/bin/bash
# OpenROAD 26Q1-2900-gdf79404cd8, Yosys 0.63+post, stock flow scripts
make -C /OpenROAD-flow-scripts/flow DESIGN_CONFIG=/design/flow/config.mk WORK_HOME=/design/flow/orfs finish
==> design/flow/config.mk <==
export PLATFORM = sky130hd
export DESIGN_NAME = full_adder_4bit
export DESIGN_NICKNAME = full_adder_4bit
export VERILOG_FILES = /design/flow/design.v
export SDC_FILE = /design/flow/constraint.sdc
export NUM_CORES = 4
export LEC_CHECK = 1
export CORE_AREA = 10 10 70 70
export DIE_AREA = 0 0 80 80
==> design/flow/constraint.sdc <==
current_design full_adder_4bit

set clk_period 2.9
set clk_io_pct 0.2

create_clock -name clk0 -period $clk_period

set non_clock_inputs [all_inputs -no_clocks]
set_input_delay [expr $clk_period * $clk_io_pct] -clock clk0 $non_clock_inputs
set_output_delay [expr $clk_period * $clk_io_pct] -clock clk0 [all_outputs]
==> run summary <==
run metrics: status complete, no violations, Max Clock Freq 356 MHz, Setup-failing EPs final 0, Power per Cell Area 144 nW/µm², share of post-route cells with drive strength above 1 42.9%, cells along the critical path buf_6 > inv_2 > fa_2 > inv_2 > fa_2 > fa_2 > inv_2 > fa_1 > inv_1 > buf_2, gpl congestion 0.758, PortBufs 14, Area leader share 54.2%, Post-Layout Cell Count 74, initial DRC count 0, Routed WL 397 µm, RSZ-0062 raised after global routing no, Final Cycle Share 96.8%, required time of the critical path 2.32 ns, Overflow after GRT 0, synth top area cells fa_1, inv_1, buf_4, FFs & Latches 0, Detailed Routing Iterations Pass 1 1, all-layer global routing usage 1.09%, VDD IR-drop max 0.0330 mV, placed cells 74, total setup buffers inserted after CTS 0, startpoint types primary input, Lkg Pwr 0.000141 µW, remaining antenna violation count after routing 0, max incr delay on CP 0.39 ns, Critical path buffers and inverters 6, tool warnings 32, Worst Hold Class in -> out, global-route wire length before repair 545 µm, Slew Limit Fails 0, fp_density 4.32%, CP Max Fanout 1, synthesized area per cell 8.20 µm², Post-synth seq share 0%, Critical Path AT 2.23 ns, DP HPWL 375 µm, post-synthesis instance total 18, vias 122, fin crit period 2.81 ns, Reg area 0 µm², Tightest Pin Transition 0.105 ns, FILL cells 401, initial antenna violation count 0, Synth area leader fa_1, CTS Hold Buffers Added 0, vias in the first global route 122, CP max-delay cell fa_1, Antenna diodes 0, chip area 6400 µm², Slew Limit Headroom 93.1%, final core utilization 9.38%, synthesis warning total 2, vias per std cell 1.65, Yosys chip area 148 µm², die y size 80 µm, width of the die 80 µm, Remaining DRCs 0, cell row count 21, Hold Fails Final Rpt 0, CP top delay family adder cells, Max-cap violations 0, clock buffer count 0, Critical Path Sink Type output pin, CP Class in -> out, core area 3420 µm², Post-Syn Area 148 µm², Synth cell types 3, wire per inst 5.36 µm, P&R area growth vs syn 117%, largest net degree at the start of global routing 2, Yosys Instances 18, I/O Pins 14
## metal layers
layer / global-route usage (%) / up-vias / part of all wire (%)
met5: 0 / - / 0
met4: 0 / 0 / 0
met3: 0.909 / 0 / 27
met2: 0.722 / 14 / 17
met1: 2.01 / 48 / 55
li1: - / 60 / -
## stage by stage
| step | cell area [µm²] | TNS, ns | hold slack (ns) | setup WS [ns] | total power, µW |
|---|---|---|---|---|---|
| after floorplan | 148 | 0 | 1.38 | 0.163 | 23.7 |
| after global placement | 315 | -1.67 | 2.20 | -0.722 | 49.9 |
| after detailed placement | 315 | -1.70 | 2.20 | -0.732 | 49.8 |
| after CTS | 312 | 0 | 1.91 | 0.00429 | 45.9 |
| after global routing | 320 | 0 | 1.93 | 0.00285 | 53.6 |
| final | 320 | 0 | 1.90 | 0.0931 | 46.0 |
## power by group
group          switching [µW]  internal [µW]
Combinational            15.4           30.6
Clock                       0              0
Sequential                  0              0
Total                    15.4           30.6
## synth_stat cells
master and instances:
inv_1 10, buf_4 4, fa_1 4
## worst paths after layout
path / startpoint / to / slack [ns] / cells after the start
min: cin / sum[0] / 1.90 / 5
max: b[0] / sum[3] / 0.09 / 10
## cells in the final DEF, fill, tap and decap left out
cell,n
inv_1,5
clkdlybuf4s15_1,1
buf_2,1
fa_1,1
buf_6,3
fa_2,3
dlygate4sd2_1,3
clkdlybuf4s50_1,6
inv_4,1
inv_2,4
## layout make-up
type                            instances  area [µm²]  area share (%)
Timing Repair Buffer                   14         135            42.2
Inverter                               10        40.0            12.5
Tap cell                               46        57.6            18.0
Multi-Input combinational cell          4        87.6            27.3
## logic make-up (layout without fill, tap and decap cells)
group	Yosys count	after routing	synth area share, %
buf+inv	14	24	45.8
fa+ha+maj	4	4	54.2
## timing repair
item	CTS	global route
resized	29	2
pin swaps	4	4
endpoints found under the setup margin	4	1
Power and IR drop assume default switching activity.
