$ cat flow/design.v
module tfr(input wire clk, reset, t, output wire out);
reg memory_bit;
wire t_in, m_in;
assign t_in =  t? ~memory_bit:memory_bit;
assign m_in = reset?0:t_in;
always @(posedge clk)
    begin
        memory_bit <= m_in;
    end
    assign out = memory_bit;
endmodule
module updown(input wire clk, reset, u,input wire [2:0] q, output wire [2:0] out);
wire [2:0] t;
assign t[0] = 1;
assign t[1] = u^q[0];
assign t[2] = !u & q[1] & q[0] | u & !q[1] & !q[0];
tfr tfr_0(clk, reset, t[0], out[0]);
tfr tfr_1(clk, reset, t[1], out[1]);
tfr tfr_2(clk, reset, t[2], out[2]);
endmodule
$ cat flow/run.sh
#!/bin/bash
# OpenROAD 26Q1-2900-gdf79404cd8, Yosys 0.63+post, stock flow scripts
make -C /OpenROAD-flow-scripts/flow DESIGN_CONFIG=/design/flow/config.mk WORK_HOME=/design/flow/orfs finish
$ cat flow/config.mk
export PLATFORM = sky130hd
export DESIGN_NAME = updown
export DESIGN_NICKNAME = updown
export VERILOG_FILES = /design/flow/design.v
export SDC_FILE = /design/flow/constraint.sdc
export NUM_CORES = 4
export LEC_CHECK = 1
export CORE_AREA = 10 10 70 70
export DIE_AREA = 0 0 80 80
$ cat flow/constraint.sdc
current_design updown

set clk_period 1.0
set clk_io_pct 0.2

create_clock -name clk0 -period $clk_period [get_ports {clk}]

set non_clock_inputs [all_inputs -no_clocks]
set_input_delay [expr $clk_period * $clk_io_pct] -clock clk0 $non_clock_inputs
set_output_delay [expr $clk_period * $clk_io_pct] -clock clk0 [all_outputs]
==> impl_results.rst <==
Physical design figures
=======================

.. list-table::
   :header-rows: 1

   * - Metric
     - Value
   * - Outcome
     - complete, no violations
   * - Number of global-route vias before repair
     - 159
   * - Starting Density
     - 0.0443
   * - Final tally of setup violations
     - 0
   * - Min cycle time layout
     - 0.934 ns
   * - Number of buffers inserted to repair setup after CTS
     - 0
   * - Fraction of layout instances using a drive strength above 1
     - 0.480
   * - Final non-filler cell total
     - between 70 and 80
   * - Number of cells on the critical path
     - 1
   * - Critical path capture point type
     - primary output
   * - Horizontal die dimension
     - ~80 µm
   * - Proportion of power drawn by combinational gates
     - 0.176
   * - Data arrival, critical path
     - 0.73 ns
   * - Synthesis warning total
     - 1
   * - Buffer type at the clock tree root
     - clkbuf_4
   * - Maximum buffer depth of the clock tree
     - 2
   * - Number of cell rows
     - 21
   * - Antenna violations before repair
     - 0
   * - Average cell area after synthesis
     - about 10 µm²
   * - Flop2flop setup slack
     - approximately 0.22 ns
   * - Critical path startpoint
     - tfr_0.memory_bit
   * - Total number of vias
     - 129
   * - Final setup TNS
     - 0 ns
   * - Iteration-0 DRC Markers
     - 1
   * - Total cell area reported by yosys after synthesis
     - about 150 µm²
   * - Grt ovf
     - 0
   * - Clk pwr share
     - 0.507
   * - Diodes inserted
     - 0
   * - Setup repair after global routing missed its margin
     - no
   * - Final Hold Viols
     - 0
   * - Max-Slew Margin vs Limit
     - 0.865
   * - Cell area after technology mapping
     - approximately 150 µm²
   * - Reg-to-reg critical path startpoint
     - tfr_2.memory_bit
   * - Post-synth regs
     - 3
   * - Worst min-delay path category
     - flop to flop
   * - Internal power component
     - approximately 0.34 mW
   * - Dpl cells
     - roughly 67
   * - Clock tree from TritonCTS
     - built
   * - Core Footprint
     - 3420 µm²
   * - H-tree depth
     - 1
   * - Post-route DRC
     - 0
   * - Capturing instance or port of the critical path
     - out[0]
   * - Power per cell area
     - 1460 nW/µm²
   * - Crit path cell chain
     - clkdlybuf4s15_1
   * - Number of slew-limit violations in the final report
     - 0
   * - Static Leak
     - about 0.11 nW
   * - Final HPWL from detailed placement
     - approximately 320 µm
   * - Die y size
     - 80 µm
   * - Post-layout period usage
     - 0.934
   * - Highest achievable clock rate
     - roughly 1100 MHz
   * - Worst IR drop on VDD
     - 397 µV
   * - Number of distinct library cells after synthesis
     - 9
   * - Post-Syn Instances
     - 15
   * - Pin count of the biggest net entering global routing
     - 4
   * - Area enclosed by the die boundary
     - 6400 µm²
   * - Crit-path max FO
     - 2
   * - Count of boundary I/O pins
     - 9
   * - OpenROAD warnings
     - 26
   * - Crit-path slowest cell
     - dfxtp_2
   * - Actual transition at the worst max-transition pin
     - between 0.2 and 0.25 ns
   * - Signed area change from the synthesized netlist to the final layout
     - 101%
   * - Final weighted congestion in routability-driven placement
     - 0.685
   * - Required time at the worst-slack endpoint
     - 0.80 ns
   * - Total detailed-routing wirelength
     - ~420 µm
   * - First-pass GRT wire length
     - 738 µm
   * - Yosys stat cell total
     - 15
   * - Number of buffers created by CTS
     - 3
   * - Worst clock skew on the final layout
     - 0 ns
   * - Overall fraction of global-route tracks in use
     - 0.0153
   * - Switching power total
     - 0.107 mW
   * - Seq/Total Area, Yosys
     - 0.397
   * - Critical path class
     - flop to primary output
   * - Vias per cell
     - 1.82
   * - Max-cap violations
     - 0
   * - Sw Ratio
     - 0.240
   * - Number of cells on the worst hold path
     - 1
   * - First-pass DRT Iterations
     - 2
   * - Source-to-sink clock delay at the later pin of the worst-skew pair
     - 0.24 ns
   * - Crit path launch type
     - flop
   * - CTS sink cnt
     - 3
   * - CP delay by family, top
     - flip-flops
   * - Number of fill cells
     - 409
   * - Fraction of power consumed by sequential logic
     - 0.316
   * - Reg-to-reg endpoint
     - tfr_2.memory_bit
   * - Logic depth of the worst register-to-register path
     - 3
   * - Port bufs
     - 7
   * - Clock Pin Slew Worst Setup and Hold Paths
     - 0.05 ns
   * - Number of antenna-violating nets in the routed design
     - 0
   * - Peak per-stage delay on the critical path
     - 0.32 ns
   * - Average wire per cell in the routed design
     - 5.85 µm
   * - WP buf/inv
     - 1
## per-layer routing
metal  up-vias  track usage  wire length, µm
met2        10       0.0136               95
li1         67            -                -
met4         0      0.00528                0
met5         -            0                0
met1        52       0.0192              226
met3         0       0.0193               93
## power groups by stage
stage,combinational [mW],sequential (mW),clock [mW]
4_1_cts,0.0797,0.140,0.240
5_1_grt,0.0880,0.142,0.267
6_report,0.0785,0.141,0.226
## cell usage after synthesis, drive strengths merged
cell type	number	area, µm²
nor3	1	5.00
and3b	1	8.76
xnor2	1	8.76
nor3b	2	25.0
xor2	1	8.76
o21ai	1	5.00
dfxtp	3	60.1
buf	3	22.5
nor2	2	7.51
## layout make-up
class                           instances  area (µm²)  area share
Timing Repair Buffer                    9        81.3       0.267
Sequential cell                         3        63.8       0.210
Multi-Input combinational cell          9        75.1       0.247
Tap cell                               46        57.6       0.189
Clock buffer                            4        26.3      0.0864
## what timing repair did
| item | in CTS | in global routing |
|---|---|---|
| endpoints found under the hold margin | 0 | 0 |
| hold buffers | 0 | 0 |
| pin swaps | 2 | 0 |
| resized | 13 | 1 |
| endpoints found under the setup margin | 4 | 1 |
## worst min path at each step
stage | from | endpoint | slack [ns]
CTS | tfr_0.memory_bit | tfr_0.memory_bit | 0.39
global route | tfr_0.memory_bit | tfr_0.memory_bit | 0.40
finish | tfr_0.memory_bit | tfr_0.memory_bit | 0.38
## registers in the layout, indices dropped and copies added (netlist names)
name,flops
tfr_0.memory_bit,1
tfr_1.memory_bit,1
tfr_2.memory_bit,1
## cell families (layout without fill, tap and decap cells)
family / Yosys count / in the layout / synth area share
AND-OR/OR-AND: 1 / 1 / 0.0330
XOR/XNOR: 2 / 2 / 0.116
buffers and inverters: 3 / 13 / 0.149
flip-flops: 3 / 3 / 0.397
AND/OR/NAND/NOR: 6 / 6 / 0.306
## worst register-to-register path, cell delays in order (launching register included)
cell     delay [ns]
dfxtp_2        0.31
buf_4          0.13
nor3_2         0.17
nor3b_2        0.06
## through the flow
stage / hold WS (ns) / utilization / cell area [µm²] / total power, mW / setup WS, ns
after floorplan: 0.270 / - / 151 / 0.180 / 0.252
after CTS: 0.388 / 0.0886 / 303 / 0.460 / 0.0204
after global routing: 0.401 / 0.0890 / 304 / 0.497 / 0.00415
after detailed placement: 0.402 / 0.0795 / 272 / 0.227 / -0.320
final: 0.385 / 0.0890 / 304 / 0.445 / 0.0665
after global placement: 0.396 / 0.0795 / 272 / 0.225 / -0.296
## cells in the final DEF, fill, tap and decap left out
cell             synthesis  layout
clkdlybuf4s15_1          0       3
nor3_2                   0       1
xor2_1                   1       1
nor3b_2                  2       2
xnor2_1                  1       1
clkbuf_4                 0       3
dlygate4sd2_1            0       3
and3b_2                  0       1
dfxtp_2                  0       3
clkbuf_1                 0       1
o21ai_1                  1       1
nor2_1                   2       2
clkdlybuf4s50_1          0       1
buf_4                    3       2
Power and IR drop assume default switching activity.
